$ cat flow/design.v
module alu
  #(
    parameter N = 32
    )
   (
    input logic [N-1:0]  src1, src2,
    input logic [3:0]    op,
    output logic [N-1:0] res,
    output logic [3:0]   flags
    );
   logic                 carry_out;
   logic [N:0]           temp;
   assign temp = src1 - src2;
   logic signed [31:0]   temp1, temp2;
   always_comb begin : alu_results
           temp1 = src1;
           temp2 = src2;
      case (op)
        'b0000 : {carry_out, res} = src1 + src2;
        'b0001 : {carry_out, res} = temp;
        'b0010 : {carry_out, res} = {1'b0, src1} & {1'b0, src2};
        'b0011 : {carry_out, res} = {1'b0, src1} | {1'b0, src2};
        'b0101 : begin
           if(temp1 < temp2) {carry_out, res} = 1;
           else {carry_out, res} = 0;
        end
        'b1001 : begin
           if(src1 < src2) {carry_out, res} = 1;
           else {carry_out, res} = 0;
        end
        'b0100 : {carry_out, res} = {1'b0, src1} ^ {1'b0, src2};
        'b0110 : {carry_out, res} = {1'b0, src1 >>> src2[4:0]};
        'b0111 : {carry_out, res} = {1'b0, src1 >> src2[4:0]};
        'b1000 : {carry_out, res} = {1'b0, src1 << src2[4:0]};
        default : {carry_out, res} = src1 + src2;
      endcase;  
   end
   assign flags[0] = & (~res);
   assign flags[1] = res[N-1];
   assign flags[2] = carry_out && (~op[1]);
   assign flags[3] = (~op[1]) && (temp[N-1] ^ src1[N-1]) && (~(~(op[0] ^ src1[N-1]) ^ src2[N-1]));
endmodule  
$ cat flow/run.sh
#!/bin/bash
# OpenROAD 26Q1-2900-gdf79404cd8, Yosys 0.63+post, stock flow scripts
make -C /OpenROAD-flow-scripts/flow DESIGN_CONFIG=/design/flow/config.mk WORK_HOME=/design/flow/orfs finish
$ cat flow/config.mk
export PLATFORM = sky130hd
export DESIGN_NAME = alu
export DESIGN_NICKNAME = alu
export VERILOG_FILES = /design/flow/design.v
export SDC_FILE = /design/flow/constraint.sdc
export NUM_CORES = 4
export LEC_CHECK = 1
export CORE_UTILIZATION = 40
$ cat flow/constraint.sdc
current_design alu

set clk_period 11.0
set clk_io_pct 0.2

create_clock -name clk0 -period $clk_period

set non_clock_inputs [all_inputs -no_clocks]
set_input_delay [expr $clk_period * $clk_io_pct] -clock clk0 $non_clock_inputs
set_output_delay [expr $clk_period * $clk_io_pct] -clock clk0 [all_outputs]
==> results_tabular.tex <==
% Table of physical implementation metrics
\begin{tabular}{lr}
\hline
Metric & Value \\
\hline
\multicolumn{2}{l}{\textbf{Floorplanning}} \\
Placeable core region & between 0.02 and 0.025 mm\^{}2 \\
Initial core utilization & 40.9\% \\
Die span in x & 154 um \\
Height of the chip & 154 um \\
Die Size & between 0.02 and 0.025 mm\^{}2 \\
Number of rows in the core area & 55 \\
Number of top-level pins & 104 \\
\multicolumn{2}{l}{\textbf{Route}} \\
Number of design-rule violations left by the first detailed-router iteration & $\sim$1600 \\
Total DRC errors in the routed layout & 0 \\
Total via count after detailed routing & roughly 11000 \\
Antenna-violating nets left & 0 \\
Total inserted antenna cells & 0 \\
Total wire length & 48000 um \\
DR vias/cell & 7.00 \\
Drt first pass iters & 5 \\
Avg WL per Cell & 29.5 um \\
\multicolumn{2}{l}{\textbf{STA}} \\
Tmin final & 10.16 ns \\
Ratio of final minimum period to clock period & between 90\% and 100\% \\
Final setup viols & 0 \\
Slew of the pin with the lowest slew margin & 0.978 ns \\
Setup TNS & 0 ns \\
Fin. max-slew vios & 0 \\
Hold violation total from the final report & 0 \\
Setup repair after global routing missed its margin & no \\
Max Clock Freq & 98.4 MHz \\
Relative slew slack & a little over a third \\
\multicolumn{2}{l}{\textbf{Logic synthesis}} \\
Number of library cell types mapped by synthesis & 77 \\
Post-synthesis instance area & 0.00925 mm\^{}2 \\
Share of synthesized area occupied by flip-flops and latches & 0\% \\
Yosys stat chip area & 0.00925 mm\^{}2 \\
Ys cells & 1308 \\
Warnings, synthesis & 1 \\
Synthesized instance count & 1308 \\
Syn avg cell area & 7.07 um\^{}2 \\
\multicolumn{2}{l}{\textbf{Placed design}} \\
Final GP Congestion & 1.08 \\
Count of buffers inserted at the top-level ports & 104 \\
Half-perimeter wire length after placement & 37500 um \\
\multicolumn{2}{l}{\textbf{Clock tree}} \\
Post-cts resize count & 0 \\
Cts hold-fix bufs & 0 \\
Post-CTS Setup Repair Bufs & 0 \\
\multicolumn{2}{l}{\textbf{Run}} \\
Maximum capacitance violations & 0 \\
Number of warning messages in the logs & approximately 97 \\
\multicolumn{2}{l}{\textbf{Global route}} \\
Global route total overflow & 0 \\
Pin count of the biggest net entering global routing & 52 \\
Global-route wire length before repair & 70500 um \\
Antenna violations before repair & 2 \\
Overall routing resource usage & slightly above 40\% \\
Vias in the first global route & about 10000 \\
\multicolumn{2}{l}{\textbf{Worst setup path}} \\
Data required time at the worst endpoint & 8.80 ns \\
Delay of the slowest critical-path stage & 0.86 ns \\
Crit-path cells & clkdlybuf4s50\_1, inv\_1, ha\_1, or4\_4, or4\_1, a21o\_1, and4b\_4, or4\_4, a311o\_1, o31a\_1, or4b\_1, nor4\_1, nand4b\_1, nor4\_2, clkdlybuf4s50\_1 \\
Crit Path Class & primary input to primary output \\
Arrival time reported for the critical path endpoint & 7.96 ns \\
Critical Path End Type & primary output \\
Critical-path top delay cell & sky130\_fd\_sc\_hd\_\_clkdlybuf4s50\_1 \\
Element type at the critical path start & primary input \\
Critical Path Fanout Max & 14 \\
\multicolumn{2}{l}{\textbf{Pwr}} \\
Power density normalized to cell area & 57.4 mW/mm\^{}2 \\
Peak supply drop & 0.0297 mV \\
Total power after layout & 0.602 mW \\
Lkg Pwr & 4.25 nW \\
\multicolumn{2}{l}{\textbf{Layout}} \\
Area growth, synth to finish & 13.5\% \\
Count of clock-net buffers in the final layout & 0 \\
Flops & 0 \\
Sequential cell area & 0 um\^{}2 \\
Share of final-layout standard cells stronger than drive strength 1 & about 11\% \\
Utilization of the core after routing & a little under half \\
\multicolumn{2}{l}{\textbf{Run status}} \\
Run status & finished clean \\
\multicolumn{2}{l}{\textbf{Worst hold path}} \\
Worst hold path class & primary input to primary output \\
Hold-critical path depth & 5 \\
\hline
\end{tabular}
## metrics by stage
stage	setup WS, ns	instances	cell area (um^2)	hold WS, ns
5_1_grt	0.721	1626	10500	5.69
3_3_place_gp	0.975	1626	10500	5.62
3_5_place_dp	0.932	1626	10500	5.60
6_report	0.841	1626	10500	5.60
4_1_cts	0.921	1626	10500	5.61
2_1_floorplan	2.10	1308	9250	4.48
## cell families (layout without fill, tap and decap cells)
group | Yosys count | count (layout) | synth area share (%)
AOI/OAI and AO/OA | 435 | 435 | 32.5
buffers and inverters | 204 | 237 | 8.55
and+or+nand+nor | 427 | 427 | 22.4
muxes | 129 | 129 | 21.6
xor gates and xnor gates | 14 | 14 | 1.33
adders and majority gates | 99 | 99 | 13.6
## cell usage in the layout (no fill, tap or decap), types with 20 or more instances in the layout
master / count
sky130_fd_sc_hd__o211ai_1: 28
sky130_fd_sc_hd__nand2_1: 113
sky130_fd_sc_hd__buf_4: 36
sky130_fd_sc_hd__ha_1: 97
sky130_fd_sc_hd__o21ai_0: 70
sky130_fd_sc_hd__nor2b_1: 21
sky130_fd_sc_hd__nand3_1: 31
sky130_fd_sc_hd__mux4_2: 54
sky130_fd_sc_hd__nor2_1: 127
sky130_fd_sc_hd__inv_1: 96
sky130_fd_sc_hd__clkdlybuf4s50_1: 101
sky130_fd_sc_hd__a21oi_1: 100
sky130_fd_sc_hd__mux2_2: 27
sky130_fd_sc_hd__a221oi_1: 20
sky130_fd_sc_hd__mux2i_1: 48
sky130_fd_sc_hd__nor3_1: 37
sky130_fd_sc_hd__a211oi_1: 23
## per-layer routing
| layer | vias up | wire, um | GRT usage, % | share of wire (%) |
|---|---|---|---|---|
| met5 | - | 27 | 0 | 0.056 |
| met1 | 5510 | 21100 | 62.5 | 44 |
| met4 | 4 | 1860 | 14.0 | 3.9 |
| li1 | 5031 | - | - | - |
| met3 | 109 | 4960 | 6.69 | 10 |
| met2 | 728 | 20000 | 58.0 | 42 |
## power by group
group	switching, mW	leakage (nW)	internal [mW]	total (mW)
Sequential	0	0	0	0
Combinational	0.361	4.25	0.241	0.602
Clock	0	0	0	0
## synth_stat cells (15+ instances only)
| cell type | instances | area, um^2 |
|---|---|---|
| sky130_fd_sc_hd__nand3_1 | 31 | 155 |
| sky130_fd_sc_hd__a221oi_1 | 20 | 175 |
| sky130_fd_sc_hd__o21ai_0 | 70 | 350 |
| sky130_fd_sc_hd__nor3_1 | 37 | 185 |
| sky130_fd_sc_hd__o22ai_1 | 16 | 100 |
| sky130_fd_sc_hd__a211oi_1 | 23 | 173 |
| sky130_fd_sc_hd__mux2i_1 | 48 | 480 |
| sky130_fd_sc_hd__ha_1 | 97 | 1210 |
| sky130_fd_sc_hd__inv_1 | 96 | 360 |
| sky130_fd_sc_hd__o211ai_1 | 28 | 210 |
| sky130_fd_sc_hd__nand2_1 | 113 | 424 |
| sky130_fd_sc_hd__a21oi_1 | 101 | 505 |
| sky130_fd_sc_hd__mux4_2 | 54 | 1220 |
| sky130_fd_sc_hd__nand2b_1 | 17 | 106 |
| sky130_fd_sc_hd__buf_1 | 15 | 56.3 |
| sky130_fd_sc_hd__nor2b_1 | 21 | 131 |
| sky130_fd_sc_hd__nor2_1 | 127 | 477 |
| sky130_fd_sc_hd__mux2_2 | 27 | 304 |
| sky130_fd_sc_hd__a22oi_1 | 15 | 113 |
| sky130_fd_sc_hd__clkbuf_1 | 74 | 278 |
## final timing paths
kind,from,to,slack [ns]
min,src2[31],flags[3],5.60
max,src1[10],flags[0],0.84
## worst max-delay path, delay by kind of cell
family / cells / cell delay [ns]
AOI/OAI and AO/OA: 3 / 0.66
adders and majority gates: 1 / 0.49
buffers and inverters: 3 / 1.46
and+or+nand+nor: 8 / 3.16
## area by class of cell
type / instances / area, um^2
Timing Repair Buffer: 138 / 1290
Tap cell: 285 / 357
Multi-Input combinational cell: 1104 / 8480
Inverter: 99 / 372
Fill cell: 2322 / 12100
Power figures rest on the tool's default switching activity, not on a simulated workload.
