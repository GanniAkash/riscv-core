--- design/flow/run.sh ---
#!/bin/bash
# OpenROAD 26Q1-2900-gdf79404cd8, Yosys 0.63+post, stock flow scripts
make -C /OpenROAD-flow-scripts/flow DESIGN_CONFIG=/design/flow/config.mk WORK_HOME=/design/flow/orfs finish
--- design/flow/config.mk ---
export PLATFORM = sky130hd
export DESIGN_NAME = register_file
export DESIGN_NICKNAME = register_file
export VERILOG_FILES = /design/flow/design.v
export SDC_FILE = /design/flow/constraint.sdc
export NUM_CORES = 4
export LEC_CHECK = 1
export CORE_UTILIZATION = 40
--- design/flow/constraint.sdc ---
current_design register_file

set clk_period 6.7
set clk_io_pct 0.2

create_clock -name clk0 -period $clk_period [get_ports {clk}]

set non_clock_inputs [all_inputs -no_clocks]
set_input_delay [expr $clk_period * $clk_io_pct] -clock clk0 $non_clock_inputs
set_output_delay [expr $clk_period * $clk_io_pct] -clock clk0 [all_outputs]
--- design/flow/design.v ---
module register_file
  # (
     parameter N = 32,
     parameter A = $clog2(N)
     )
   (
    input logic          clk, we3, rst,
    input logic [A-1:0]  addr1, addr2, addr3,
    output logic [N-1:0] rd1, rd2,
    input logic [N-1:0]  wd3
    );
   logic [N-1:0]         regs [0:31];
   wire [31: 0]          x0, x1, x2, x3, x4, x5, x6, x7, x8, x9, x10, x11, x12, x13, x14, x15, x16, x17, x18, x19, x20
                         ,x21, x22, x23, x24, x25, x26, x27, x28, x29, x30, x31;
   assign x0 = regs[0/4];
   assign x1 = regs[4/4];
   assign x2 = regs[8/4];
   assign x3 = regs[12/4];
   assign x4 = regs[16/4];
   assign x5 = regs[20/4];
   assign x6 = regs[24/4];
   assign x7 = regs[28/4];
   assign x8 = regs[32/4];
   assign x9 = regs[36/4];
   assign x10 = regs[40/4];
   assign x11 = regs[44/4];
   assign x12 = regs[48/4];
   assign x13 = regs[52/4];
   assign x14 = regs[56/4];
   assign x15 = regs[60/4];
   assign x16 = regs[64/4];
   assign x17 = regs[68/4];
   assign x18 = regs[72/4];
   assign x19 = regs[76/4];
   assign x20 = regs[80/4];
   assign x21 = regs[84/4];
   assign x22 = regs[88/4];
   assign x23 = regs[92/4];
   assign x24 = regs[96/4];
   assign x25 = regs[100/4];
   assign x26 = regs[104/4];
   assign x27 = regs[108/4];
   assign x28 = regs[112/4];
   assign x29 = regs[116/4];
   assign x30 = regs[120/4];
   assign x31 = regs[124/4];
   always_ff @(posedge clk, posedge rst) begin
      if(rst) begin
         for(integer i = 0; i < 32; i = i + 1) begin
            regs[i] <= 32'b0;
         end
      end
      else if(we3) begin
         regs[addr3] <= wd3;
         regs[0] <= 0;
      end
   end
   assign rd1 = regs[addr1];
   assign rd2 = regs[addr2];
endmodule  
==> deck_impl_summary.md <==
Flow Results at a Glance

Critical path
  – CP Capture Type: primary output
  – CP Cell Sequence: clkdlybuf4s50_1 > buf_4 > nor3b_4 > and2_2 > buf_4 > a22oi_1 > nand4_1 > or4_1 > clkdlybuf4s50_1
  – Critical path's slowest cell: nor3b_4
  – Crit path buf inv count: 4
  – CP Class: in -> out
  – R2R Setup Slk: 5790 ps
  – Critical Path AT: 5230 ps
  – Nature of the critical path startpoint: input port
  – CP max stage delay: 880 ps
  – Worst EP required: 5360 ps
  – Worst-path fanout max: 16
  – CP delay by family, top: simple AND/OR/NAND/NOR gates

Timing
  – Tightest Pin Transition: 1180 ps
  – Clock period minus worst slack: 6570 ps
  – Clk_skew: 0 ps
  – Final cycle utilization of the critical path: 98.0%
  – RSZ-0062 raised after global routing: false
  – Final hold violation count: 0
  – Final worst slack: 132 ps
  – # setup viols final: 0
  – Slew Limit Fails: 0
  – Setup TNS: 0 ps
  – Slew margin rel.: 21.4%
  – Fmax: 152 MHz

Layout
  – Area taken by flip-flops and latches: 24800 sq um
  – Gate Area: 24300 sq um
  – Biggest regs: regs: 992 flops
  – Max reg flops: 992
  – Fraction of layout cells with a size suffix above 1: 36.4%
  – Area growth, synth to finish: 16.4%
  – FILL cells: 11079
  – Most flops, register: regs
  – Fin area: 58700 sq um
  – Fin util: 47.2%

Routing
  – Via density: 7.18
  – Router iterations before antenna repair: 9
  – Post-route DRC: 0
  – Number of antenna-violating nets in the routed design: 0
  – Routed len/inst: 42.4 um
  – Number of DRC markers in iteration 0: 5130
  – WL final: 257000 um
  – Vias post-DR: 43435

Logic synthesis
  – Adder Share, Synth: 0%
  – XORs/XNORs by Area: 0%
  – Cells after synthesis: 4254
  – Number of synthesized register bits: 992
  – Multiplexer share: 22.8%
  – Simple Share, Synth: 11.2%
  – EDFF count, synth: 0
  – Unique cell types: 61
  – Most used flip-flop cell: dfrtp_1
  – Yosys chip area: 50500 sq um
  – Synthesis Warnings: 2
  – Compound Share, Synth: 13.1%
  – Mapped cell area: 50500 sq um
  – Ys async rst share: 100%
  – Yosys stat cell total: 4254
  – Synth Seq Share: 49.2%
  – Top logic family: multiplexers
  – Syn_area_per_cell: 11.9 sq um

GRT
  – Total Routing Usage GR: 41.9%
  – Global Route met1 Usage: 54.5%
  – Grt total ovfl: 0
  – First-pass GRT wire length: 352000 um
  – GR peak layer: met2
  – Initial antenna violation count: 18
  – Maximum number of pins on one net before global-route repair: 127
  – Met2 usage: 55.2%
  – Vias in the first global route: 42859
  – GRT met3 Usage: 24.5%

Place
  – Dpl cell area: 54800 sq um
  – GP Congestion: 1.04
  – Detailed placement HPWL: 158000 um
  – Dpl ws: 51.0 ps
  – # port buffers: 113

Clock network
  – Clk Latency, worst-skew pair: 730 ps
  – CTS tree: done
  – Clock root cell: clkbuf_16
  – Clk buf depth: 3
  – Clock sinks: 992
  – Clock transition at path regs: 60 ps
  – CTS buffer count: 110
  – Post-CTS setup buffer count: 0
  – H-tree Lvls: 3

Power
  – Sw Ratio: 28.9%
  – Maximum VDD drop: 253 uV
  – Net Switching: 4.99 mW
  – Clk pwr share: 37.8%
  – Sequential share of power: 48.1%
  – Int Power: 12.2 mW
  – Total Power: 17.2 mW
  – P_leak: 26.7 nW
  – PwrDens: 293 nW/um^2
  – Combinational power share: 14.2%

Floorplan
  – Core Region: 124000 sq um
  – Row count: 129
  – FP Util: 40.6%
  – Top Ports: 114
  – Die Size: 128000 sq um
  – Die W: 357 um
  – Die H: 357 um

Hold path
  – Hold Crit Class: reg -> reg

Job
  – Max Cap Viol: 0
  – Tool warning count: 44

Run status
  – Outcome: completed
## cell type report
type	instances	share of cell area [%]
flip-flops and latches	992	42.3
clock buffers	155	5.51
multi-input cells	2803	41.4
repair buffers	401	6.18
clock inverters	50	1.06
inverters	3	0.0256
diodes	12	0.0511
well taps	1637	3.49
## layout by cell type, fill, tap and decap left out, types with 9 or more instances in the layout
| cell type | count |
|---|---|
| nor2_4 | 36 |
| mux2i_1 | 16 |
| a222oi_1 | 17 |
| nand4_1 | 120 |
| clkbuf_8 | 27 |
| diode_2 | 12 |
| nand2_1 | 68 |
| and3_1 | 355 |
| bufinv_16 | 11 |
| buf_12 | 28 |
| a2111oi_0 | 84 |
| clkinvlp_4 | 11 |
| mux2_2 | 980 |
| a21oi_1 | 9 |
| and2_2 | 23 |
| mux2_1 | 22 |
| a22oi_1 | 619 |
| clkdlybuf4s50_1 | 110 |
| nand3_1 | 182 |
| a2111oi_4 | 9 |
| o21ai_0 | 9 |
| clkbuf_16 | 112 |
| or4_1 | 59 |
| clkinv_2 | 23 |
| buf_4 | 260 |
| a2111oi_2 | 18 |
| dfrtp_1 | 992 |
| clkbuf_1 | 16 |
## per-layer routing
metal	up-vias	part of all wire [%]	routed length, um
li1	16592	-	-
met2	3673	40	103000
met1	22016	36	92300
met5	-	0.23	596
met3	1119	16	41800
met4	35	7.4	19000
## worst paths after layout
kind,startpoint,endpoint,cells past startpoint
max,addr1[3],rd1[20],9
min,regs[26][28]$_DFFE_PP0P_,regs[26][28]$_DFFE_PP0P_,1
max reg2reg,regs[28][31]$_DFFE_PP0P_,regs[28][31]$_DFFE_PP0P_,1
min reg2reg,regs[26][28]$_DFFE_PP0P_,regs[26][28]$_DFFE_PP0P_,1
max in group asynchronous,rst,regs[13][8]$_DFFE_PP0P_,4
min in group asynchronous,rst,regs[23][30]$_DFFE_PP0P_,3
## Yosys cell counts, drive strengths merged (4+ instances only)
cell	n	area share, %
a222oi	17	0.34
nor2	46	0.34
o32ai	4	0.069
nor3b	9	0.13
nand3b	7	0.10
and3	355	4.4
a211oi	6	0.089
and3b	7	0.12
a221oi	7	0.12
nor4	5	0.062
and2	33	0.42
a32oi	4	0.069
nand2b	9	0.11
nand4	120	1.5
dfrtp	992	49
nor2b	12	0.15
a32o	6	0.12
or4	59	0.88
clkbuf	348	2.6
a21oi	9	0.089
nor3	14	0.16
nand4b	8	0.14
o21ai	9	0.089
nand2	79	0.59
a2111oi	115	2.6
or3b	7	0.12
mux2i	16	0.32
a22o	7	0.12
a22oi	619	9.2
nand3	186	1.8
buf	108	1.1
mux2	1002	22
## timing repair
| item | in CTS | in global routing |
|---|---|---|
| gates resized | 0 | 1 |
| setup endpoints to repair | 0 | 13 |
| hold buffers | 0 | 0 |
## cell families (layout without fill, tap and decap cells)
| kind of cell | count (synthesis) | after routing |
|---|---|---|
| muxes | 1020 | 1020 |
| buffers and inverters | 459 | 609 |
| AOI/OAI and AO/OA | 816 | 816 |
| and+or+nand+nor | 967 | 967 |
| other | 0 | 12 |
| DFF | 992 | 992 |
## metrics by stage
step	cells	hold slack, ps
4_1_cts	6041	519
3_5_place_dp	5836	504
6_report	6053	519
3_3_place_gp	5836	500
2_1_floorplan	4254	478
5_1_grt	6042	535
## power groups by stage
stage | sequential (mW) | combinational, mW | clock, mW
4_1_cts | 8.22 | 2.41 | 6.52
5_1_grt | 8.39 | 2.60 | 6.76
6_report | 8.28 | 2.45 | 6.51
Power figures rest on the tool's default switching activity, not on a simulated workload.
